--- /design/flow/design.v ---
module top 
(  
    input               pclk,
    input               presetn,
    input   [31 : 0]    paddr,
    input   [31 : 0]    pwdata,
    input               psel,
    input               pwrite,
    input               penable,
    output  [31 : 0]    prdata
);
  reg [3:0]  cntrl = 0;  
  reg [31:0] reg1  = 0;  
  reg [31:0] reg2  = 0;  
  reg [31:0] reg3  = 0;  
  reg [31:0] reg4  = 0;  
  reg     [31 : 0]    rdata_tmp = 0;
    always @ (posedge pclk) 
      begin
        if( !presetn ) 
        begin
           cntrl    <= 4'b0000;
           reg1     <= 32'h00000000;
           reg2     <= 32'h00000000;
           reg3     <= 32'h00000000;
           reg4     <= 32'h00000000;
          rdata_tmp <= 32'h00000000;
        end
        else if( psel && penable && pwrite )
        begin
            case( paddr )
                'h0     : cntrl <= pwdata;
                'h4     : reg1  <= pwdata;
                'h8     : reg2  <= pwdata;
                'hc     : reg3  <= pwdata;
                'h10    : reg4  <= pwdata;
            endcase
        end
        else if (psel && penable && !pwrite )
         begin
           case( paddr )
                'h0     : rdata_tmp <= {28'h0000000,cntrl};
                'h4     : rdata_tmp <= reg1;
                'h8     : rdata_tmp <= reg2;
                'hc     : rdata_tmp <= reg3;
                'h10    : rdata_tmp <= reg4;
                default : rdata_tmp <= 32'h00000000;
            endcase
         end
    end
assign prdata =  rdata_tmp;
endmodule
--- /design/flow/run.sh ---
#!/bin/bash
# OpenROAD 26Q1-2900-gdf79404cd8, Yosys 0.63+post, stock flow scripts
make -C /OpenROAD-flow-scripts/flow DESIGN_CONFIG=/design/flow/config.mk WORK_HOME=/design/flow/orfs finish
--- /design/flow/config.mk ---
export PLATFORM = sky130hd
export DESIGN_NAME = top
export DESIGN_NICKNAME = top
export VERILOG_FILES = /design/flow/design.v
export SDC_FILE = /design/flow/constraint.sdc
export NUM_CORES = 4
export LEC_CHECK = 1
export CORE_UTILIZATION = 50
--- /design/flow/constraint.sdc ---
current_design top

set clk_period 11.6
set clk_io_pct 0.2

create_clock -name clk0 -period $clk_period [get_ports {pclk}]

set non_clock_inputs [all_inputs -no_clocks]
set_input_delay [expr $clk_period * $clk_io_pct] -clock clk0 $non_clock_inputs
set_output_delay [expr $clk_period * $clk_io_pct] -clock clk0 [all_outputs]
==> results.yml <==
# yosys + openroad results
power_and_ir_drop:
  powerDensity_nw_per_um2: 140
  ir_drop_mv: 0.126
  p_leak_uw: 0.00283
placement:
  io_buffers: 100
  hpwl_mm: 10.3
  place.gp.congestion: 0.843
  dp.cells: 945
  dpl-instance-area_um2: 7950
grt:
  grt_pass1_wl_mm: 27.2
  grt_usage_pct: 24.9
  overflow: 0
  grt_max_degree: 73
  grt_pass1_vias: 5086
  grt_antenna_before_repair: 0
sta:
  drv_slew: 0
  tns_ns: 0
  period_minus_slack_ns: 5.35
  period_used_pct: 46.1
  slew_headroom_pct: 35.7
  hold_violations: 0
  rsz0062_at_grt: "no"
  tightest_slew_ns: 0.961
  clock_skew_ns: 0.0102
  fmax_mhz: 187
  setup_viol: 0
cts:
  clkTransAtPathRegs_ns: 0.06
  ctsHoldBuffers: 0
  cts_setup_buffers: 0
  cts_resized: 0
  clockBufferDepth: 2
  clk_root_buffer_cell: "clkbuf_16"
  clk_latency_ns: 0.41
  cts_tree: "done"
  h-tree-depth: 4
  clkSinkCount: 164
  cts_buffers: 17
routing:
  dr.pass1.iters: 5
  drtIter0Drc: 379
  antenna_left: 0
  viasPerCell: 5.49
  diodes: 0
  vias: 5363
  drcViolationCount: 0
  wl_per_cell_um: 17.4
  drt-total-wl_mm: 17.0
min_path:
  worstHoldPathType: "register to register"
  whs_path_depth: 2
synthesis:
  synth_flop_count: 164
  syn_avg_cell_area_um2: 9.77
  top_area_share_pct: 47.5
  area_leaders: "dfxtp_1, mux2i_1, nand2_1, a221oi_1, clkbuf_1"
  yosysCellCount: 708
  ys_chip_area_um2: 6920
  synth-edff-count: 0
  yosys_most_used_dff: "dfxtp_1"
  seq_area_frac_synth_pct: 47.5
  synthCells: 708
  yosys_warnings: 1
  syn-cell-area_um2: 6920
  async_flop_share_pct: 0
  yosys.area.top_type: "dfxtp_1"
  ys_types: 34
floorplanning:
  io_pins: 101
  dieWidth_um: 120
  dieArea_um2: 14300
  fp-row-count: 42
  fp.dieH_um: 120
  core_um2: 13300
  fp-utilization_pct: 51.8
status:
  status: "finished, final reports clean"
worst_setup_path:
  path_class: "primary input to register"
  cp_data_arrival_time_ns: 5.69
  worstRegToRegCells: 3
  start_kind: "primary input"
  end_kind: "register"
  regToRegSetupSlack_ns: 10.37
  cp.required_ns: 11.94
  path_max_fanout: 25
final_layout:
  layout.cells.most_common: "nand2_1"
  drive_gt1_share_pct: 8.99
  final_area_um2: 8570
  fin_cells: 977
  syn_to_final_growth_pct: 23.9
  lay_top_cells: "nand2_1, dfxtp_1, mux2i_1, clkdlybuf4s50_1, a221oi_1"
job:
  warnings: 26
  cap_violations: 0
## final cells by class
| type | instances | area (µm²) |
|---|---|---|
| Clock buffer | 21 | 470 |
| Clock inverter | 11 | 148 |
| Fill cell | 1035 | 4780 |
| Inverter | 2 | 7.51 |
| Multi-Input combinational cell | 487 | 3330 |
| Sequential cell | 164 | 3280 |
| Tap cell | 176 | 220 |
| Timing Repair Buffer | 116 | 1110 |
## path summary, 6_finish.rpt
kind | end | start
max reg2reg | rdata_tmp[0] | reg2[0]
max | reg1[17] | paddr[4]
min reg2reg | rdata_tmp[31] | rdata_tmp[31]
min | rdata_tmp[31] | rdata_tmp[31]
## critical path, cell delays in order
cell and delay [ns]:
clkdlybuf4s50_1 0.64, or4_4 0.83, or4_4 0.56, nor3_4 0.51
buf_4 0.54, mux2i_1 0.26
## cell families after synthesis
| logic type | synth area share (%) |
|---|---|
| simple gates | 16.7 |
| mux | 24.5 |
| flops | 47.5 |
| compound gates | 6.73 |
| buf+inv | 4.63 |
## metrics by stage
step / setup slack (ns) / hold slack, ns / utilization, % / total power, µW
2_1_floorplan: 7.22 / 0.401 / - / 602
3_3_place_gp: 5.96 / 0.437 / 59.6 / 633
3_5_place_dp: 5.88 / 0.441 / 59.6 / 634
4_1_cts: 6.31 / 0.449 / 64.2 / 1210
5_1_grt: 6.18 / 0.465 / 64.2 / 1240
6_report: 6.25 / 0.447 / 64.2 / 1200
## state kept, by name, indices dropped and copies added (netlist names)
register   cells
cntrl          4
rdata_tmp     32
reg1          32
reg2          32
reg3          32
reg4          32
## Yosys cell counts, types with 4 or more instances
library cell,count
dfxtp_1,164
mux2i_1,157
nor3_1,21
o21ai_1,20
nor4_1,11
nand2_1,198
a221oi_1,23
buf_4,6
o21ai_0,12
buf_6,6
buf_2,4
clkbuf_1,34
a222oi_1,8
mux2_2,11
## report_power, final
group,internal (µW),switching [µW]
clock,357,221
combinational,26.5,32.0
sequential,563,0.00000000934
## routing by layer
metal / global-route usage (%) / up-vias / part of all wire [%]
met5: 0 / - / 0
met3: 5.78 / 13 / 6.2
met4: 2.97 / 0 / 0.89
met2: 37.6 / 142 / 45
li1: - / 2656 / -
met1: 39.1 / 2552 / 48
No activity file was given, so power comes from the tool's default toggle rates.
